[flow/run.sh]
#!/bin/bash
# OpenROAD 26Q1-2900-gdf79404cd8, Yosys 0.63+post, stock flow scripts
make -C /OpenROAD-flow-scripts/flow DESIGN_CONFIG=/design/flow/config.mk WORK_HOME=/design/flow/orfs finish
[flow/config.mk]
export PLATFORM = sky130hd
export DESIGN_NAME = Watch_Control
export DESIGN_NICKNAME = Watch_Control
export VERILOG_FILES = /design/flow/design.v
export SDC_FILE = /design/flow/constraint.sdc
export NUM_CORES = 4
export LEC_CHECK = 1
export CORE_UTILIZATION = 50
[flow/constraint.sdc]
current_design Watch_Control

set clk_period 2.7
set clk_io_pct 0.2

create_clock -name clk0 -period $clk_period [get_ports {clk_32_768K}]

set non_clock_inputs [all_inputs -no_clocks]
set_input_delay [expr $clk_period * $clk_io_pct] -clock clk0 $non_clock_inputs
set_output_delay [expr $clk_period * $clk_io_pct] -clock clk0 [all_outputs]
[flow/design.v]
module TimeandDate (
	input wire clk_32_768K,  
	input wire Mode,
	input wire Button0,
	input wire Button1,
	input wire Button2,
	input wire Button3,
	output reg [1:0] Blink,
	output reg [5:0] Sec_Time,
	output reg [5:0] Min_Time,
	output reg [4:0] Hr_Time,
	output reg [5:0] Day_Date,
	output reg [3:0] Mon_Date,
	output reg [6:0] Year_Date,
	output reg Display
);
reg [12:0] Count_clk_8192Hz;
reg clk_8192HZ;
reg [2:0] Edit;
reg [1:0] Counter_T;
always @(posedge clk_32_768K) begin
	if (Count_clk_8192Hz ==  13'd8191) begin
		Count_clk_8192Hz <= 12'd0;
		clk_8192HZ <= ~ clk_8192HZ;
	end
	else begin
		Count_clk_8192Hz <= Count_clk_8192Hz + 1'b1;
	end
end
always @(posedge clk_8192HZ) begin
	Counter_T = Counter_T + 1'b1;
	if(Counter_T == 2'd2) begin
		Counter_T = 2'd0;
		Sec_Time = Sec_Time + 1'b1;
		if(Sec_Time == 6'd60) begin
			Sec_Time = 6'd0;
			Min_Time = Min_Time + 1'b1;
			if(Min_Time == 6'd60) begin
				Min_Time = 6'd0;
				Hr_Time = Hr_Time + 1'b1;
				if(Hr_Time == 5'd24) begin
					Hr_Time = 5'd0;
					Day_Date = Day_Date + 1'b1; 
					if((Mon_Date == 4'd2)&&(Day_Date == 6'd29)&&((Year_Date % 4) != 0)) begin
						Day_Date = 6'd1;
						Mon_Date = Mon_Date +1'b1;
						if(Mon_Date == 4'd12) begin
							Mon_Date = 4'd1;
							Year_Date = Year_Date + 1'b1;
							if(Year_Date == 7'd100) begin
								Year_Date = 7'd0;
							end
						end
					end
					else if((Mon_Date == 4'd2)&&(Day_Date == 6'd30)) begin
						Day_Date = 6'd1;
						Mon_Date = Mon_Date +1'b1;
						if(Mon_Date == 4'd12) begin
							Mon_Date = 4'd1;
							Year_Date = Year_Date + 1'b1;
							if(Year_Date == 7'd100) begin
								Year_Date = 7'd0;
							end
						end
					end
					else if((Mon_Date == 4'd0)&&(Mon_Date == 4'd1)&&(Mon_Date == 4'd3)&&(Mon_Date == 4'd5)
					&&(Mon_Date == 4'd7)&&(Mon_Date == 4'd8)&&(Mon_Date == 4'd10)
					&&(Mon_Date == 4'd12)&&(Day_Date == 6'd32)) begin
						Day_Date = 6'd1;
						Mon_Date = Mon_Date +1'b1;
						if(Mon_Date == 4'd12) begin
							Mon_Date = 4'd1;
							Year_Date = Year_Date + 1'b1;
							if(Year_Date == 7'd100) begin
								Year_Date = 7'd0;
							end
						end
					end
					else if(Day_Date == 6'd31) begin
						Day_Date = 6'd1;
						Mon_Date = Mon_Date +1'b1;
						if(Mon_Date == 4'd13) begin
							Mon_Date = 4'd1;
							Year_Date = Year_Date + 1'b1;
							if(Year_Date == 7'd100) begin
								Year_Date = 7'd0;
							end
						end
					end
				end
			end
		end
	end
	if(Mode == 1'd1) begin
		case (Edit)
			3'd0: begin
				if(Button1 || Button2) 
					Sec_Time = 6'd0; 
			end
			3'd1: begin 
				if(Button1) 
					Min_Time = Min_Time + 1'b1;
				if(Button2)
					Min_Time = 6'd0;
				if(Min_Time == 6'd60)
					Min_Time = 6'd0;
			end
			3'd2 : begin
				if(Button1) 
					Hr_Time  = Hr_Time + 1'b1;
				if(Button2)
					Hr_Time  = 5'd0;
				if(Hr_Time == 5'd24)
					Hr_Time = 5'd0;
			end
			3'd3: begin
				if(Button1) begin
					Day_Date  = Day_Date + 1'b1;
					if((Mon_Date == 4'd2)&&(Day_Date == 5'd29)&&((Year_Date % 4) != 0)) begin
						Day_Date = 5'd1;
					end
					else if((Mon_Date == 4'd2)&&(Day_Date == 6'd30)) begin
						Day_Date = 6'd1;
					end
					else if((Mon_Date == 4'd0)&&(Mon_Date == 4'd1)&&(Mon_Date == 4'd3)&&(Mon_Date == 4'd5)
					&&(Mon_Date == 4'd7)&&(Mon_Date == 4'd8)&&(Mon_Date == 4'd10)
					&&(Mon_Date == 4'd12)&&(Day_Date == 6'd32)) begin
						Day_Date = 5'd1;
					end
					else if(Day_Date == 5'd31) begin
						Day_Date = 5'd1;
					end
				end
				if(Button2)
					Day_Date = 5'd1;
			end
			3'd4: begin
				if(Button1) 
					Mon_Date  = Mon_Date + 1'b1;
				if(Button2)
					Mon_Date  = 4'd1;
				if(Mon_Date == 4'd13)
					Mon_Date = 4'd1;
			end
			3'd5: begin
				if(Button1) 
					Year_Date = Year_Date + 1'b1;
				if(Button2)
					Year_Date = Year_Date - 1'b1;
				if(Year_Date == 7'd100)
					Year_Date = 7'd0;
				if(Year_Date == 7'b111_1111)
					Year_Date = 7'd0;
			end
		endcase
	end
end
always@(*)begin
	if(Mode == 1'd0) begin
		Blink = 2'b00;
		Display = 1'b0;
	end
	else if(Mode == 1'd1) begin
		case (Edit)
			3'd0: begin Blink = 2'b01; Display = 1'b0; end
			3'd1: begin Blink = 2'b10; Display = 1'b0; end
			3'd2 : begin Blink = 2'b11; Display = 1'b0; end
			3'd3: begin Blink = 2'b01; Display = 1'b1; end
			3'd4: begin Blink = 2'b10; Display = 1'b1; end
			3'd5:begin Blink = 2'b11; Display = 1'b1; end
			default : begin Blink = 2'b00; Display = 1'b0; end
		endcase
	end
	else if(Button0)
		Blink = 2'b00;
end
always @(posedge Button3 or posedge Button0) begin
	if(Button0) begin
		Edit <= 3'd0;
	end
	else if (Edit == 3'd5)
		Edit <=3'd0;
	else
		Edit <= Edit +1'b1;
end
endmodule
module Watch_Control (
 	input wire clk_32_768K,     
	input wire Button0_IN,
	input wire Button1_IN,
	input wire Button2_IN,
	input wire Button3_IN,
	output wire [1:0] Blink,
	output wire [7:0] SecBuffer,
	output wire [7:0] MinBuffer,
	output wire [7:0] HrBuffer,
	output wire [3:0] Week
);
wire Button0;
wire Button1;
wire Button2;
wire Button3;
wire Button_SetTaD0;
wire Button_SetTaD1;
wire Button_SetTaD2;
wire Button_SetTaD3;
wire Button_DisplayDate;
wire [5:0] Sec_Time;
wire [5:0] Min_Time;
wire [4:0] Hr_Time;
wire [5:0] Day_Date;
wire [3:0] Mon_Date;
wire [6:0] Year_Date;
wire Display;
reg Mode;
reg StateTime;
reg StateSetTime;
reg BlinkSec;
reg BlinkMin;
reg BlinkHr;
debounce_module   debounce0 (clk_32_768K,Button0_IN,Button0);
debounce_module2  debounce1 (clk_32_768K,Button1_IN,Button1);
debounce_module2  debounce2 (clk_32_768K,Button2_IN,Button2);
debounce_module   debounce3 (clk_32_768K,Button3_IN,Button3);
always @(posedge Button0) begin
	Mode <= Mode +1'b1;
	if (Mode == 1'd1)
		Mode <= 1'd0;
end
always @(*) begin
	case(Mode)
		1'd0: begin
			StateTime     = 1'b1;
			StateSetTime   = 1'b0;
		end
		1'd1: begin
			StateTime     = 1'b0;
			StateSetTime   = 1'b1;
		end
	endcase
end
assign Button_SetTaD0 = StateSetTime & Button0;
assign Button_SetTaD1 = StateSetTime & Button1;
assign Button_SetTaD2 = StateSetTime & Button2;
assign Button_SetTaD3 = StateSetTime & Button3;
assign Button_DisplayDate = StateTime & Button3;
assign SecBuffer=~Button_DisplayDate?(Display?Day_Date:Sec_Time):Day_Date;
assign MinBuffer=~Button_DisplayDate?(Display?Mon_Date:Min_Time):Mon_Date;
assign HrBuffer =~Button_DisplayDate?(Display?Year_Date:Hr_Time):Year_Date;
TimeandDate TaD0 (
	.clk_32_768K(clk_32_768K),
	.Mode       (Mode),
	.Button0    (Button_SetTaD0),
	.Button1    (Button_SetTaD1),
	.Button2    (Button_SetTaD2),
	.Button3    (Button_SetTaD3),
	.Blink      (Blink),
	.Sec_Time   (Sec_Time),
	.Min_Time   (Min_Time),
	.Hr_Time    (Hr_Time),
	.Day_Date   (Day_Date),
	.Mon_Date   (Mon_Date),
	.Year_Date  (Year_Date),
	.Display    (Display)
);
Week wk0 (
	.Day_Date  (Day_Date),
	.Mon_Date  (Mon_Date),
	.Year_Date (Year_Date),
	.Week      (Week)
);
endmodule 
module Week (
	input wire [5:0] Day_Date,
	input wire [3:0] Mon_Date,
	input wire [6:0] Year_Date,
	output reg [2:0] Week,
	output reg [31:0] rDay_Date,
	output reg [31:0] rMon_Date,
	output reg [31:0] rYear_Date
);
always @(*) begin
	rDay_Date = Day_Date;
	rMon_Date = Mon_Date;
	rYear_Date = Year_Date+11'd2000;
	if((rMon_Date==4'd1)||(rMon_Date==4'd2)) begin
		rMon_Date = rMon_Date + 4'd12;
		rYear_Date = rYear_Date - 1'b1;
	end
	Week = (rDay_Date + rMon_Date*2 + (rMon_Date+1)*3/5 + rYear_Date 
		+ rYear_Date/4 - rYear_Date/100 + rYear_Date/400) % 7 + 1;
end	
endmodule
module debounce_module(
	input CLK,
	input Pin_In,
	output Pin_Out
);
wire H2L_Sig;
wire L2H_Sig;
detect_module U1
(
	.CLK( CLK ),
	.Pin_In( Pin_In ),    
	.H2L_Sig( H2L_Sig ),  
	.L2H_Sig( L2H_Sig )   
);
delay_module U2
(
	.CLK( CLK ),
	.H2L_Sig( H2L_Sig ),  
	.L2H_Sig( L2H_Sig ),  
	.Pin_Out( Pin_Out )   
);
endmodule
module debounce_module2(
	input clk_32_768K,
	input key,
	output reg key_out
);
reg state;
reg[14:0] cnt;
always@(*)
begin
	if(key == 0)
		state = 1;  
	else if(cnt==15'd1_7000)
		state = 0;
end
always@(posedge clk_32_768K)
begin
	if(state == 1)
		cnt<=cnt+1'b1;
	else
		cnt<=0;
end
always@(posedge clk_32_768K)
begin
	if(state == 1)
		key_out <=1'b1;
	else
		key_out <=1'b0;
end
endmodule
module delay_module(
	input CLK,
	input H2L_Sig,
	input L2H_Sig,
	output Pin_Out
);
parameter T1MS = 3'd5;
reg isCount;
reg [2:0]Count1;
always @ ( posedge CLK )
	if( isCount && Count1 == T1MS )
		Count1 <= 3'd0;
	else if( isCount )
		Count1 <= Count1 + 1'b1;
	else if( !isCount )
		Count1 <= 3'd0;
reg [3:0]Count_MS;
always @ ( posedge CLK )
	if( isCount && Count1 == T1MS )
		Count_MS <= Count_MS + 1'b1;
	else if( !isCount )
		Count_MS <= 4'd0;
reg rPin_Out;
reg [1:0]i;
always @ ( posedge CLK )
	case ( i )
		2'd0 :
			if( H2L_Sig ) i <= 2'd1;
		else if( L2H_Sig ) i <= 2'd2;
		2'd1 :
			if( Count_MS == 4'd10 ) begin isCount <= 1'b0; rPin_Out <= 1'b1; i <= 2'd0; end
			else	isCount <= 1'b1;
		2'd2 :
			if( Count_MS == 4'd10 ) begin isCount <= 1'b0; rPin_Out <= 1'b0; i <= 2'd0; end
			else	isCount <= 1'b1;
	endcase
assign Pin_Out = rPin_Out;
endmodule
module detect_module (
	input CLK,
	input Pin_In,
	output H2L_Sig,
	output L2H_Sig
);
parameter T100US = 13'd4_999;
reg [12:0]Count1;
reg isEn;
always @ ( posedge CLK )
	isEn <= 1'b1;
reg H2L_F1;
reg H2L_F2;
reg L2H_F1;
reg L2H_F2;
always @ ( posedge CLK )
	begin
		H2L_F1 <= Pin_In;
		H2L_F2 <= H2L_F1;
		L2H_F1 <= Pin_In;
		L2H_F2 <= L2H_F1;
	end
assign H2L_Sig = isEn ? ( H2L_F2 & !H2L_F1 ) : 1'b0;
assign L2H_Sig = isEn ? ( !L2H_F2 & L2H_F1 ) : 1'b0;
endmodule
==> flow_metrics.tcl <==
# yosys + openroad results
set metrics [dict create \
    actual_slew_at_the_worst_max_slew_pin_ns 0.905 \
    worst_path_largest_cell_delay_ns 0.41 \
    grt_max_degree 37 \
    i_o_pin_count 35 \
    finalHoldViolCount 0 \
    post_cts_resize_count 0 \
    drtAntennaViolNets 0 \
    cts-htree-levels 3 \
    grt_antenna_before_repair 0 \
    outcome "finished, final reports clean" \
    number_of_register_pins_that_no_clock_reaches 44 \
    core.rowCount 66 \
    grt_pass1_wl_um 61800 \
    synthesized_chip_area_reported_by_yosys_um2 16800 \
    ys_types 120 \
    crit_slowest_cell "sky130_fd_sc_hd__clkdlybuf4s50_1" \
    syn-cell-area_um2 16800 \
    ctsHoldBuffers 0 \
    core-area_um2 32800 \
    cp_num_buf_inv 2 \
    path_max_fanout 20 \
    setup.worst_path.class "register to output pin" \
    critical_path.cell_chain "nor2_1, a21oi_2, buf_4, mux2_2, clkdlybuf4s50_1" \
    avgSynthCellArea_um2 7.80 \
    fp_util_pct 51.2 \
    synth_stat.cells 2152 \
    edff_count_synth 13 \
    cp.required_ns 2.16 \
    drt_first_iter_violations 730 \
    cts_buffers 9 \
    synth_async_sr_flop_share_pct 2.54 \
    synth_cells 2152 \
    synth_top_cell_by_area "sky130_fd_sc_hd__ha_1" \
    dr.pass1.iters 7 \
    hold_path.class "register to register" \
    route.detailed.vias_per_inst 5.65 \
    yosys-top-cells-area "sky130_fd_sc_hd__ha_1 13%, sky130_fd_sc_hd__dfxtp_1 12%, sky130_fd_sc_hd__fa_1 8.5%" \
    chip_area_um2 34300 \
    critical-path-top-delay-family "buffers and inverters" \
    routabilityCongestion 0.897 \
    worst_setup_sp_type "register" \
    warning_count 58 \
    die-height_um 185 \
    worst_setup_hold_path_clk_slew_ns 0.06 \
    via_count_of_the_first_global_routing_pass 13100 \
    postCtsSetupRepairBufs 0 \
    flow.area_growth_from_synthesis_pct 6.42 \
    yosysMostFrequentCell "sky130_fd_sc_hd__inv_1" \
    yosysWarnings 7 \
    slew_viol_final 0 \
    antenna_cells_inserted 0 \
    clock_skew_after_layout_ns 0.00509 \
    maxSlewHeadroom_pct 39.4 \
    gr-usage-all-layers_pct 22.1 \
    timing.max_cap.violations 0 \
    port-buffer-count 28 \
    fin_crit_sh_pct 88.8 \
    synth.ff_latch_count 118 \
    vias 14800 \
    routed_wire_length_um 36500 \
    netlist.area_leader.share_pct 12.5 \
    unrepaired_setup_endpoints_after_global_routing "no" \
    clock_tree_root_buffer_cell "sky130_fd_sc_hd__clkbuf_16" \
    critPathArrivalTime_ns 1.86 \
    worst_setup_path_end_kind "output pin" \
    floorplan.die.width_um 185 \
    routedWlPerCell_um 13.9 \
    tritoncts "built" \
    unconstrained_endpoints 51 \
    period_needed_ns 2.40 \
    setup_viol_count_final 0 \
    setup-tns-final_ns 0 \
    clock_insertion_delay_worst_skew_ns 0.33 \
    clock_path_buffers 2 \
    yosys-top-cells-count "222 x sky130_fd_sc_hd__inv_1, 168 x sky130_fd_sc_hd__ha_1, 165 x sky130_fd_sc_hd__nand2_1, 165 x sky130_fd_sc_hd__nor2_1, 129 x sky130_fd_sc_hd__a21oi_1" \
    yosys_most_used_dff "sky130_fd_sc_hd__dfxtp_1" \
    post-route-drc-count 0 \
    hpwl_um 29900 \
    globalRouteOverflowTotal 0 \
    drive_above_1_share_pct 5.08 \
    max_freq_mhz 417 \
]
final timing paths:
| path | slack [ns] | endpoint | from | depth (start not counted) |
|---|---|---|---|---|
| setup reg to reg | 0.98 | TaD0.clk_8192HZ$_DFFE_PN_ | TaD0.Count_clk_8192Hz[2]$_SDFF_PN0_ | 6 |
| hold / removal | 0.38 | debounce0.U1.L2H_F2$_DFF_P_ | debounce0.U1.L2H_F1$_DFF_P_ | 0 |
| hold reg to reg | 0.38 | debounce0.U1.L2H_F2$_DFF_P_ | debounce0.U1.L2H_F1$_DFF_P_ | 0 |
| setup / recovery | 0.30 | SecBuffer[0] | debounce3.U2.rPin_Out$_DFFE_PP_ | 5 |
per-stage QoR:
step / cells / util [%] / setup WS (ns) / instance area, µm² / hold slack (ns)
after detailed placement: 2610 / 53.5 / 0.647 / 17600 / 0.375
after global routing: 2626 / 54.5 / 0.164 / 17900 / 0.389
after CTS: 2626 / 54.5 / 0.284 / 17900 / 0.383
after global placement: 2610 / 53.5 / 0.662 / 17600 / 0.371
after floorplan: 2199 / - / 0.969 / 17000 / 0.355
final: 2626 / 54.5 / 0.304 / 17900 / 0.379
metal layers:
layer | routed length [µm] | vias to the layer above | share of wire, % | track usage, %
met3 | 880 | 15 | 2.4 | 1.40
met2 | 16500 | 195 | 45 | 34.9
li1 | - | 7729 | - | -
met5 | 0 | - | 0 | 0
met1 | 18900 | 6891 | 52 | 35.3
met4 | 227 | 0 | 0.62 | 1.59
state kept, by name (all words and copies together) (netlist names), 5 cells and up:
register,cells
TaD0.Count_clk_8192Hz,13
debounce1.cnt,15
TaD0.Min_Time,6
TaD0.Year_Date,7
debounce2.cnt,15
TaD0.Sec_Time,6
TaD0.Day_Date,6
TaD0.Hr_Time,5
final cells by class:
type / instances / area (µm²)
fill: 3110 / 14900
clock inverter: 5 / 77.6
multi-input combinational: 1792 / 13300
inverter: 223 / 837
tap: 442 / 553
clock buffer: 11 / 243
timing repair buffer: 35 / 333
sequential: 118 / 2490
logic make-up (layout without fill, tap and decap cells):
family,after synthesis,count (layout),share of synthesized area (%)
latches,4,4,0.358
buffers and inverters,289,274,6.82
AND/OR/NAND/NOR,736,736,22.2
flip-flops,114,114,14.5
other,2,49,0.0447
multiplexers,40,40,2.59
XOR/XNOR,163,163,8.59
adder cells (fa/ha/maj),247,247,21.5
AND-OR/OR-AND,557,557,23.5
placed cells by master, fill, tap and decap left out, drive strengths merged, types with 49 or more instances in the layout:
| cell type | instances |
|---|---|
| a21oi | 132 |
| and2 | 52 |
| conb | 49 |
| dfxtp | 98 |
| fa | 71 |
| ha | 168 |
| inv | 222 |
| nand2 | 166 |
| nand3 | 85 |
| nor2 | 169 |
| nor3 | 80 |
| o21ai | 112 |
| xnor2 | 99 |
| xor2 | 63 |
worst reg2reg max path: stages, from the launching register on:
cell and delay [ns]:
sky130_fd_sc_hd__dfxtp_1 0.37, sky130_fd_sc_hd__nand3_1 0.11, sky130_fd_sc_hd__nor2_1 0.17, sky130_fd_sc_hd__and3_1 0.22, sky130_fd_sc_hd__nand2_1 0.06, sky130_fd_sc_hd__nor2_1 0.13
sky130_fd_sc_hd__and2_1 0.33
