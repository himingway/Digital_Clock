--- ./run.sh ---
#!/bin/bash
# OpenROAD 26Q1-2900-gdf79404cd8, Yosys 0.63+post, stock flow scripts
make -C /OpenROAD-flow-scripts/flow DESIGN_CONFIG=/design/flow/config.mk WORK_HOME=/design/flow/orfs finish
--- ./config.mk ---
export PLATFORM = sky130hd
export DESIGN_NAME = smg
export DESIGN_NICKNAME = smg
export VERILOG_FILES = /design/flow/design.v
export SDC_FILE = /design/flow/constraint.sdc
export NUM_CORES = 4
export LEC_CHECK = 1
export CORE_UTILIZATION = 40
--- ./constraint.sdc ---
current_design smg

set clk_period 4.6
set clk_io_pct 0.2

create_clock -name clk0 -period $clk_period [get_ports {CLK}]

set non_clock_inputs [all_inputs -no_clocks]
set_input_delay [expr $clk_period * $clk_io_pct] -clock clk0 $non_clock_inputs
set_output_delay [expr $clk_period * $clk_io_pct] -clock clk0 [all_outputs]
--- ./design.v ---
module column_scan_module (
	input CLK,
	output [5:0]Column_Scan_Sig
);
parameter T10MS = 6'd54;
reg [5:0]Count1;
always @ ( posedge CLK )
	if( Count1 == T10MS )
		Count1 <= 5'd0;
	else
		Count1 <= Count1 + 1'b1;
reg [2:0]t;
always @ ( posedge CLK )
	if( t == 3'd6 )
		t <= 3'd0;
	else if( Count1 == T10MS )
		t <= t + 1'b1;
reg [5:0]rColumn_Scan;
always @ ( posedge CLK )
	if( Count1 == T10MS )
		case( t )
			3'd0 : rColumn_Scan <= 6'b111110;
			3'd1 : rColumn_Scan <= 6'b111101;
			3'd2 : rColumn_Scan <= 6'b111011;
			3'd3 : rColumn_Scan <= 6'b110111;
			3'd4 : rColumn_Scan <= 6'b101111;
			3'd5 : rColumn_Scan <= 6'b011111;
		endcase
assign Column_Scan_Sig = rColumn_Scan;
endmodule
module number_mod_module (
	input CLK,
	input [23:0]Number_Data,
	output [3:0]Ten_Data0,
	output [3:0]One_Data0,
	output [3:0]Ten_Data1,
	output [3:0]One_Data1,
	output [3:0]Ten_Data2,
	output [3:0]One_Data2
);
reg [31:0]rTen0;
reg [31:0]rOne0;
reg [31:0]rTen1;
reg [31:0]rOne1;
reg [31:0]rTen2;
reg [31:0]rOne2;
always @ ( posedge CLK ) begin
	rTen0 <= Number_Data[7:0]   / 10;
	rOne0 <= Number_Data[7:0]   % 10;
	rTen1 <= Number_Data[15:8]  / 10;
	rOne1 <= Number_Data[15:8]  % 10;
	rTen2 <= Number_Data[23:16] / 10;
	rOne2 <= Number_Data[23:16] % 10;
end
assign Ten_Data0 = rTen0[3:0];
assign One_Data0 = rOne0[3:0];
assign Ten_Data1 = rTen1[3:0];
assign One_Data1 = rOne1[3:0];
assign Ten_Data2 = rTen2[3:0];
assign One_Data2 = rOne2[3:0];
endmodule
module row_scan_module (
	input CLK,
	input [7:0]Ten_SMG_Data0,
	input [7:0]One_SMG_Data0,
	input [7:0]Ten_SMG_Data1,
	input [7:0]One_SMG_Data1,
	input [7:0]Ten_SMG_Data2,
	input [7:0]One_SMG_Data2,
	output [7:0]Row_Scan_Sig
);
parameter T10MS = 6'd54; 
reg [5:0]Count1;
always @ ( posedge CLK )
	if( Count1 == T10MS )
		Count1 <= 6'd0;
	else
		Count1 <= Count1 + 1'b1;
reg [2:0]t;
always @ ( posedge CLK )
	if( t == 3'd6 )
		t <= 3'd0;
	else if( Count1 == T10MS )
		t <= t + 1'b1;
reg [7:0]rData;
always @ ( posedge CLK )
	if( Count1 == T10MS )
		case( t )
			3'd0 : rData <= Ten_SMG_Data0;
			3'd1 : rData <= One_SMG_Data0;
			3'd2 : rData <= Ten_SMG_Data1;
			3'd3 : rData <= One_SMG_Data1;
			3'd4 : rData <= Ten_SMG_Data2;
			3'd5 : rData <= One_SMG_Data2;
		endcase
assign Row_Scan_Sig = rData;
endmodule
module smg
(
	input CLK,
	input [1:0] Blink,
	input [23:0]Number_Data,
	output [7:0]Row_Scan_Sig,
	output [5:0]Column_Scan_Sig
);
wire [3:0]Ten_Data0;
wire [3:0]One_Data0;
wire [3:0]Ten_Data1;
wire [3:0]One_Data1;
wire [3:0]Ten_Data2;
wire [3:0]One_Data2;
wire [7:0] cRow_Scan_Sig;
number_mod_module U1
(
	.CLK( CLK ),
	.Number_Data(Number_Data),  
	.Ten_Data0(Ten_Data0),  
	.One_Data0(One_Data0),  
	.Ten_Data1(Ten_Data1),  
	.One_Data1(One_Data1),  
	.Ten_Data2(Ten_Data2),  
	.One_Data2(One_Data2)   
);
wire [7:0]Ten_SMG_Data0;
wire [7:0]One_SMG_Data0;
wire [7:0]Ten_SMG_Data1;
wire [7:0]One_SMG_Data1;
wire [7:0]Ten_SMG_Data2;
wire [7:0]One_SMG_Data2;
smg_encoder_module e0
(
	.CLK( CLK ),
	.Ten_Data( Ten_Data0),  
	.One_Data( One_Data0),  
	.Ten_SMG_Data( Ten_SMG_Data0),  
	.One_SMG_Data( One_SMG_Data0)   
);
smg_encoder_module e1
(
	.CLK( CLK ),
	.Ten_Data( Ten_Data1),  
	.One_Data( One_Data1),  
	.Ten_SMG_Data( Ten_SMG_Data1),  
	.One_SMG_Data( One_SMG_Data1)   
);
smg_encoder_module e2
(
	.CLK( CLK ),
	.Ten_Data( Ten_Data2),  
	.One_Data( One_Data2),  
	.Ten_SMG_Data( Ten_SMG_Data2),  
	.One_SMG_Data( One_SMG_Data2)   
);
smg_scan_module U3
(
	.CLK( CLK ),
	.Ten_SMG_Data0( Ten_SMG_Data0),  
	.One_SMG_Data0( One_SMG_Data0),  
	.Ten_SMG_Data1( Ten_SMG_Data1),  
	.One_SMG_Data1( One_SMG_Data1),  
	.Ten_SMG_Data2( Ten_SMG_Data2),  
	.One_SMG_Data2( One_SMG_Data2),  
	.Row_Scan_Sig( cRow_Scan_Sig),  
	.Column_Scan_Sig(Column_Scan_Sig)  
);
parameter T500MS = 14'd10800; 
reg [13:0]Count1;
reg rblink;
always @(posedge CLK) begin
	if(Blink) begin
		if( Count1 == T500MS ) begin
			Count1 <= 14'd0;
			rblink <= ~rblink;
		end
		else
			Count1 <= Count1 + 1'b1;
	end
end
reg [7:0] rRow_Scan_Sig;
always @(*) begin
	case (Blink)
		2'b01 : rRow_Scan_Sig = (rblink&&(~(Column_Scan_Sig[1]
	&&Column_Scan_Sig[0])))?8'b1111_1111:cRow_Scan_Sig;
		2'b10 : rRow_Scan_Sig = (rblink&&(~(Column_Scan_Sig[3]
	&&Column_Scan_Sig[2])))?8'b1111_1111:cRow_Scan_Sig;
		2'b11 : rRow_Scan_Sig = (rblink&&(~(Column_Scan_Sig[5]
	&&Column_Scan_Sig[4])))?8'b1111_1111:cRow_Scan_Sig;
		2'b00 : rRow_Scan_Sig = cRow_Scan_Sig;
	endcase
end
assign Row_Scan_Sig = rRow_Scan_Sig;
endmodule
module smg_encoder_module (
	input CLK,
	input [3:0]Ten_Data,
	input [3:0]One_Data,
	output [7:0]Ten_SMG_Data,
	output [7:0]One_SMG_Data
);
parameter _0 = 8'b1100_0000, _1 = 8'b1111_1001, _2 = 8'b1010_0100,
	_3 = 8'b1011_0000, _4 = 8'b1001_1001, _5 = 8'b1001_0010,
		_6 = 8'b1000_0010, _7 = 8'b1111_1000, _8 = 8'b1000_0000,
			_9 = 8'b1001_0000;
reg [7:0]rTen_SMG_Data;
always @ ( posedge CLK )
	case( Ten_Data )
		4'd0 : rTen_SMG_Data <= _0;
		4'd1 : rTen_SMG_Data <= _1;
		4'd2 : rTen_SMG_Data <= _2;
		4'd3 : rTen_SMG_Data <= _3;
		4'd4 : rTen_SMG_Data <= _4;
		4'd5 : rTen_SMG_Data <= _5;
		4'd6 : rTen_SMG_Data <= _6;
		4'd7 : rTen_SMG_Data <= _7;
		4'd8 : rTen_SMG_Data <= _8;
		4'd9 : rTen_SMG_Data <= _9;
	endcase
	reg [7:0]rOne_SMG_Data;
always @ ( posedge CLK )
	case( One_Data )
		4'd0 : rOne_SMG_Data <= _0;
		4'd1 : rOne_SMG_Data <= _1;
		4'd2 : rOne_SMG_Data <= _2;
		4'd3 : rOne_SMG_Data <= _3;
		4'd4 : rOne_SMG_Data <= _4;
		4'd5 : rOne_SMG_Data <= _5;
		4'd6 : rOne_SMG_Data <= _6;
		4'd7 : rOne_SMG_Data <= _7;
		4'd8 : rOne_SMG_Data <= _8;
		4'd9 : rOne_SMG_Data <= _9;
	endcase
assign Ten_SMG_Data = rTen_SMG_Data;
assign One_SMG_Data = rOne_SMG_Data;
endmodule
module smg_scan_module (
	input CLK,
	input [7:0]Ten_SMG_Data0,
	input [7:0]One_SMG_Data0,
	input [7:0]Ten_SMG_Data1,
	input [7:0]One_SMG_Data1,
	input [7:0]Ten_SMG_Data2,
	input [7:0]One_SMG_Data2,
	output [7:0]Row_Scan_Sig,
	output [5:0]Column_Scan_Sig
);
row_scan_module U1
(
	.CLK( CLK ),
	.Ten_SMG_Data0( Ten_SMG_Data0),  
	.One_SMG_Data0( One_SMG_Data0),  
	.Ten_SMG_Data1( Ten_SMG_Data1),  
	.One_SMG_Data1( One_SMG_Data1),  
	.Ten_SMG_Data2( Ten_SMG_Data2),  
	.One_SMG_Data2( One_SMG_Data2),  
	.Row_Scan_Sig ( Row_Scan_Sig )   
);
column_scan_module U2
(
	.CLK( CLK ),
	.Column_Scan_Sig( Column_Scan_Sig )  
);
endmodule
==> Flow_metrics.wiki <==
== Implementation results ==
{| class="wikitable"
! Metric !! Value
|-
| Post-detailed-route wirelength per cell || 12.62 um
|-
| Clk Latency, worst-skew pair || about 0.35 ns
|-
| Fraction of registers with async set or reset after synthesis || 0
|-
| HPWL after DPL || 9.725 mm
|-
| Critical Path End Type || flop
|-
| Critical-path maximum fanout || 9
|-
| Area Growth Syn to Fin || 13.44%
|-
| Count of non-filler cells in the finished layout || roughly 1,100
|-
| Maximum ir drop on the vdd rail || 0.0002906 V
|-
| Detailed Route WL || 13.32 mm
|-
| Core utilization before placement || 0.4115
|-
| Overflow after GRT || 0
|-
| Aggregate negative setup slack || 0 ns
|-
| Leading cell type by number of instances after synthesis || sky130_fd_sc_hd__edfxtp_1
|-
| Combinational cell fraction of total power || 0.222
|-
| Switching part of the total power || 0.2858
|-
| Routed Antenna Nets || 0
|-
| Unique cell types || 82
|-
| Critical path, cell by cell || clkdlybuf4s50_1 -> nor2_1 -> inv_1 -> ha_1 -> nand2b_1 -> o21ai_1 -> and4_4 -> a21oi_1 -> and4_1 -> o32a_1 -> a2111o_1 -> a31oi_2 -> a21oi_1 -> a221o_1
|-
| Yosys cell count || about 800
|-
| Most common reg cell || sky130_fd_sc_hd__edfxtp_1
|-
| CP Buf/Inv Count || 2
|-
| Std-Cell Core Area || 0.01742 mm^2
|-
| Log Warnings || 34
|-
| Reg-to-reg setup timing slack || 2.35 ns
|-
| Routed via count || 5,732
|-
| Delay of the slowest cell on the worst path || 0.47 ns
|-
| Count of final max-slew check failures || 0
|-
| Commonest cells in the netlist || 70 x sky130_fd_sc_hd__edfxtp_1, 59 x sky130_fd_sc_hd__nor2_1, 57 x sky130_fd_sc_hd__nand2_1, 49 x sky130_fd_sc_hd__a21oi_1, 46 x sky130_fd_sc_hd__clkbuf_1
|-
| Overall die area || 0.01846 mm^2
|-
| Clk sinks || 112
|-
| Largest net degree at the start of global routing || 18
|-
| Setup violations, final || 0
|-
| Cell family contributing the most delay on the critical path || AND-OR/OR-AND gates
|-
| Area share of the largest cell type after synthesis || 0.2933
|-
| Result of the run || finished, final reports clean
|-
| Number of optimization iterations in the first detailed-route pass || 5
|-
| Yosys synthesis chip area || 0.007167 mm^2
|-
| Top Ports || ~41
|-
| First-pass GRT wire length || 22.59 mm
|-
| Synthesized area per cell || 8.947 um^2
|-
| Type of the tightest min-delay check || flop to flop
|-
| Synth warn || 5
|-
| Clock transition at path regs || 0.07 ns
|-
| Cells after Synth || 801
|-
| Share of cells above drive strength 1 || 0.08916
|-
| Number of CTS-inserted buffers || 9
|-
| Part of the power in registers || 0.515
|-
| Root cell of the clock tree || sky130_fd_sc_hd__clkbuf_16
|-
| Post-synth tally of flip-flops with integrated enable || 70
|-
| Type of element launching the critical path || input pin
|-
| Power per standard cell area || 358.2 mW/mm^2
|-
| Cell count along the critical path || 14
|-
| Depth of the worst hold-timing path || 1
|-
| Die Y-Extent || 135.9 um
|-
| IO buf count || 39
|-
| Via count of the first global-routing pass || ~5,000
|-
| Filler cell count || 1,545
|-
| Number of buffers on the longest clock path || 2
|-
| Setup skew after layout || 0.006609 ns
|-
| Antenna violations before repair || 0
|-
| Final worst path period share || 0.9130
|-
| Post-CTS setup-driven buffer insertion count || 0
|-
| Library cell with the largest summed area after synthesis || sky130_fd_sc_hd__edfxtp_1
|-
| Placer's final routability congestion estimate || 0.8982
|-
| Relative slew margins || 0.5163
|-
| Max Fclk || 238.1 MHz
|-
| Largest cells by area || sky130_fd_sc_hd__edfxtp_1 29%, sky130_fd_sc_hd__dfxtp_1 12%, sky130_fd_sc_hd__xnor2_1 4.0%, sky130_fd_sc_hd__a21oi_1 3.4%, sky130_fd_sc_hd__ha_1 3.3%
|-
| Clock period minus final worst setup slack || 4.200 ns
|-
| Proportion of power drawn by the clock network || 0.263
|-
| Cell internal pwr || between 2 and 2.5 mW
|-
| Final-report hold violation count || 0
|-
| Routed via count divided by cell count || approximately 5.4
|-
| CTS Hold Buffers Added || 0
|-
| Number of max-cap violations || 0
|-
| Required time at the endpoint of the critical path || 4.83 ns
|-
| Unrepaired setup endpoints after global routing || no
|-
| Deepest level of the CTS H-tree || 3
|-
| Remaining routing DRC violations || 0
|-
| Most prevalent standard cell on the critical path || sky130_fd_sc_hd__a21oi_1
|-
| Leakage power summed over all cells || 2.968 nW
|-
| Drt initial violations || approximately 360
|-
| Start-to-end type of the worst setup path || input pin to flop
|-
| TritonCTS clock tree || yes
|-
| Total global-route track usage || 0.1515
|-
| Number of gates resized after cts || 0
|-
| Placed cells || 1,040
|-
| Slowest cell on crit path || sky130_fd_sc_hd__a2111o_1
|-
| Net Sw Power || 0.8323 mW
|-
| Cell Rows || 48
|-
| Data arrival, critical path || 4.43 ns
|-
| Sequential element share of the synthesized area || 0.4106
|-
| Horiz. Die Dim || 135.9 um
|-
| Yosys reg bits || 112
|-
| Post-Syn Area || 0.007167 mm^2
|-
| Transition at the pin with the smallest max-transition slack || a little over 0.7 ns
|-
| Antenna diode count || 0
|-
| Worst Reg2Reg Path Length in Cells || 6
|}
sequential cells by signal, indices dropped and copies added (netlist names):
name,count
Count1,14
U1.rOne0,4
U1.rOne1,4
U1.rOne2,4
U1.rTen0,4
U1.rTen1,4
U1.rTen2,4
U3.U1.Count1,6
U3.U1.rData,7
U3.U1.t,3
U3.U2.Count1,6
U3.U2.rColumn_Scan,6
U3.U2.t,3
e0.rOne_SMG_Data,7
e0.rTen_SMG_Data,7
e1.rOne_SMG_Data,7
e1.rTen_SMG_Data,7
e2.rOne_SMG_Data,7
e2.rTen_SMG_Data,7
rblink,1
worst paths after layout:
| path | to | from |
|---|---|---|
| worst max-delay path | U1.rOne0[1] | Number_Data[5] |
| worst min-delay path | U3.U2.Count1[0] | U3.U2.Count1[0] |
| worst max register to register | U3.U1.rData[5] | U3.U1.t[2] |
| worst min register to register | U3.U2.Count1[0] | U3.U2.Count1[0] |
cell type report:
cell class / count / area [um^2] / area share
multi-input cells: 589 / 3814 / 0.4691
flip-flops and latches: 112 / 2943 / 0.3620
repair buffers: 72 / 638.1 / 0.07849
well taps: 225 / 281.5 / 0.03463
clock buffers: 12 / 256.5 / 0.03155
inverters: 42 / 157.7 / 0.01939
clock inverters: 3 / 40.04 / 0.004925
power by group through the flow:
stage     logic [mW]  clock network (mW)  registers, mW
4_1_cts        0.646               0.792           1.50
5_1_grt        0.731               0.827           1.53
6_report       0.647               0.766           1.50
layer usage:
metal / GRT usage / vias to the layer above / wire (um)
met5: 0 / - / 0
met4: 0.01111 / 0 / 113
met3: 0.02622 / 11 / 645
met2: 0.2401 / 136 / 6002
met1: 0.2343 / 2592 / 6557
li1: - / 2993 / -
stage by stage:
step | hold WS [ns] | utilization | area [um^2] | setup WS (ns) | power (mW)
finish | 0.4695 | 0.4668 | 8130 | 0.4000 | 2.912
global route | 0.4976 | 0.4668 | 8130 | 0.2280 | 3.086
CTS | 0.4762 | 0.4668 | 8130 | 0.4487 | 2.937
detailed placement | 0.4608 | 0.4498 | 7834 | 0.08538 | 2.162
global placement | 0.4412 | 0.4498 | 7834 | 0.1203 | 2.145
floorplan | 0.4258 | - | 7167 | 0.4038 | 1.971
cell usage in the layout (no fill, tap or decap), types with 10 or more instances in the layout:
| cell type | instances |
|---|---|
| sky130_fd_sc_hd__a211oi_1 | 10 |
| sky130_fd_sc_hd__a21oi_1 | 49 |
| sky130_fd_sc_hd__a221oi_1 | 10 |
| sky130_fd_sc_hd__a22o_1 | 10 |
| sky130_fd_sc_hd__and3_1 | 10 |
| sky130_fd_sc_hd__buf_4 | 33 |
| sky130_fd_sc_hd__clkdlybuf4s50_1 | 39 |
| sky130_fd_sc_hd__dfxtp_1 | 42 |
| sky130_fd_sc_hd__edfxtp_1 | 70 |
| sky130_fd_sc_hd__ha_1 | 19 |
| sky130_fd_sc_hd__inv_1 | 38 |
| sky130_fd_sc_hd__mux2i_1 | 11 |
| sky130_fd_sc_hd__nand2_1 | 57 |
| sky130_fd_sc_hd__nand2b_1 | 17 |
| sky130_fd_sc_hd__nand3_1 | 29 |
| sky130_fd_sc_hd__nor2_1 | 59 |
| sky130_fd_sc_hd__nor2b_1 | 21 |
| sky130_fd_sc_hd__nor3_1 | 36 |
| sky130_fd_sc_hd__o21ai_0 | 42 |
| sky130_fd_sc_hd__xnor2_1 | 33 |
cell families after synthesis:
kind of cell | count (synthesis) | share of synthesized area
DFF | 112 | 0.4106
AOI/OAI and AO/OA | 212 | 0.2018
other | 1 | 0.0005232
buffers and inverters | 100 | 0.05726
adders and majority gates | 24 | 0.04015
and+or+nand+nor | 298 | 0.2214
xor gates and xnor gates | 42 | 0.05133
muxes | 12 | 0.01693
Power is estimated from default activity; no workload was simulated.
